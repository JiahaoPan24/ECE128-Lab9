**flow/config.mk**
```make
export PLATFORM = sky130hd
export DESIGN_NAME = C_Multiplier
export DESIGN_NICKNAME = C_Multiplier
export VERILOG_FILES = /design/flow/design.v
export SDC_FILE = /design/flow/constraint.sdc
export NUM_CORES = 4
export LEC_CHECK = 1
export CORE_AREA = 10 10 72 72
export DIE_AREA = 0 0 82 82
```
**flow/run.sh**
```bash
#!/bin/bash
# OpenROAD 26Q1-2900-gdf79404cd8, Yosys 0.63+post, stock flow scripts
make -C /OpenROAD-flow-scripts/flow DESIGN_CONFIG=/design/flow/config.mk WORK_HOME=/design/flow/orfs finish
```
**flow/constraint.sdc**
```tcl
current_design C_Multiplier

set clk_period 3.4
set clk_io_pct 0.2

create_clock -name clk0 -period $clk_period

set non_clock_inputs [all_inputs -no_clocks]
set_input_delay [expr $clk_period * $clk_io_pct] -clock clk0 $non_clock_inputs
set_output_delay [expr $clk_period * $clk_io_pct] -clock clk0 [all_outputs]
```
**flow/design.v**
```verilog
`timescale 1ns / 1ps
module C_Multiplier(a, b, p);
    input [3:0] a, b;
    output [7:0] p;
    wire [3:0] m0, m1, m2, m3;
    wire [7:0] s1, s2, s3;
    assign m0 = a & {4{b[0]}};
    assign m1 = a & {4{b[1]}};
    assign m2 = a & {4{b[2]}};
    assign m3 = a & {4{b[3]}};
    assign s1 = {m1, 1'b0} + {4'b0, m0}; 
    assign s2 = {m2, 2'b00} + s1;
    assign s3 = {m3, 3'b000} + s2;
    assign p = s3;
endmodule
```
==> impl_results.rst <==
Synthesis and place-and-route
=============================

.. list-table::
   :header-rows: 1

   * - Metric
     - Value
   * - CP Max Fanout
     - 3
   * - Starting DRC count in detailed routing
     - 17
   * - Worst Max-Slew Pin Slew
     - around 140 ps
   * - Number of max-cap violations
     - 0
   * - Type of destination of the critical path
     - output pin
   * - Synthesized chip area reported by yosys
     - 385.4 um2
   * - Worst Setup Path Type
     - in -> out
   * - Highest clock frequency the design can meet
     - roughly 0.27 GHz
   * - Pwr Total
     - about 0.00011 W
   * - Number of antenna violations at the first check in global routing
     - 0
   * - Die boundary width
     - approximately 80 um
   * - Die area
     - about 6700 um2
   * - Slew Limit Headroom
     - about nine tenths
   * - Routability-driven placement congestion ratio
     - ~0.87
   * - Library cell with the highest instance count after synthesis
     - and2_1
   * - Fraction of the cycle the final worst path needs
     - 110.4%
   * - Cell family with most CP delay
     - adder cells
   * - Standard-cell row count
     - 22
   * - Number of endpoints with negative hold slack in the final report
     - 0
   * - Static power due to leakage
     - 0.3493 nW
   * - Slowest CP cell
     - fa_1
   * - Sum of overflow across all layers after global routing
     - 0
   * - Mux area share
     - 0%
   * - Seq share, synth
     - 0%
   * - Largest net degree at the start of global routing
     - 5
   * - Min Tclk post-route
     - 3753 ps
   * - Violations in the final reports
     - setup timing
   * - Mean post-synth cell area
     - around 9.2 um2
   * - Port Buf Inserts
     - 16
   * - Synthesized-area fraction occupied by ao, oa, aoi and oai cells
     - about 7.5%
   * - Floorplan-stage core utilization
     - around a tenth
   * - Minimum setup slack after placement
     - -1166 ps
   * - Share of layout cells above drive strength 1
     - about 44%
   * - Detailed-route wire length per cell
     - 8.605 um
   * - Ys cells
     - approximately 42
   * - Final core utilization
     - 18.22%
   * - Global-route total usage across every layer
     - under 10%
   * - Number of inserted diodes
     - 0
   * - Number of optimization iterations in the first detailed-route pass
     - 2
   * - Total wire length after detailed routing
     - 981 um
   * - Count of distinct cell types in the synthesized netlist
     - 10
   * - Main area contributors
     - ha_1 (32%), fa_1 (26%), and2_1 (19%)
   * - Tool warnings
     - 35
   * - Vias in the first global route
     - roughly 350
   * - Synthesis-to-finish area growth
     - 74.35%
   * - Synth Cell Area
     - approximately 390 um2
   * - Post-route DRC
     - 0
   * - Simple Share, Synth
     - about a quarter
   * - Number of endpoints failing setup at the final stage
     - 4
   * - Wire length of the first global-routing pass
     - ~1.6 mm
   * - Pwr per Cell Area
     - about 160 nW/um2
   * - Number of buffers and inverters on the critical path
     - 4
   * - Cell type with the highest occurrence count on the critical path
     - fa_1
   * - Non-filler instance count after layout
     - 114
   * - Outcome
     - finished, violations left
   * - Max-area cell share
     - between 30% and 40%
   * - Count of warnings emitted by yosys
     - 0
   * - Crit path cell chain
     - buf_8 > and2_4 > fa_1 > inv_1 > fa_1 > inv_2 > ha_4 > fa_2 > a21o_1 > a21oi_2 > xnor2_1 > buf_2
   * - CP arrival
     - just over 3000 ps
   * - Gate count after technology mapping
     - 42
   * - Library cell with the largest summed area after synthesis
     - ha_1
   * - Crit start category
     - input port
   * - Type of the worst min-delay path
     - in -> out
   * - Total count of max-transition violations in the final report
     - 0
   * - Commonest cells post-synth
     - and2_1 (12), ha_1 (10), fa_1 (5)
   * - CP max stage delay
     - ~530 ps
   * - Final setup slack of the worst path
     - -353.3 ps
   * - Top-Level Pins
     - 16
   * - Area share of fa/ha/maj cells after synthesis
     - 58.44%
   * - Cell total after placement
     - about 110
   * - Maximum vdd drop
     - ~32 uV
   * - Critical path required time
     - between 2000 and 3000 ps
   * - Number of buffers added to fix hold violations after cts
     - 0
   * - RSZ-0062 raised after global routing
     - yes
   * - Height of the die
     - between 80 and 90 um
   * - Register area
     - 0 um2
   * - Antenna-violating nets left
     - 0
   * - DR vias
     - around 360
   * - Half-perimeter wire length after placement
     - about 860 um
   * - Number of flip-flops and latches
     - 0
   * - Xor-xnor portion of the synthesized cell area
     - around 7%
   * - Total of clock buffers placed in the layout
     - 0
   * - Main combinational cell family by area after synthesis
     - adder cells
   * - Vias per Instance
     - between 3 and 4
   * - Core Footprint
     - between 3000 and 4000 um2
## worst paths after layout
path | end | slack [ps] | cells after the start | from
min | p[7] | 1960 | 5 | a[3]
max | p[7] | -350 | 12 | b[1]
## repair_timing
item	CTS	global route
endpoints found under the hold margin	0	0
gates resized	47	4
pin swaps	11	8
cloned	0	0
buffers inserted	0	1
setup endpoints to repair	5	4
## area by class of cell
| type | instances | area [um2] |
|---|---|---|
| fillers | 413 | 3017 |
| well taps | 48 | 60.06 |
| multi-input cells | 38 | 414.1 |
| inverters | 4 | 15.01 |
| repair buffers | 24 | 182.7 |
## cell families (layout without fill, tap and decap cells)
logic type	Yosys count	count (layout)
xor gates and xnor gates	3	3
buffers and inverters	4	28
and+or+nand+nor	16	16
adders and majority gates	15	15
AOI/OAI and AO/OA	4	4
## stage by stage
| step | setup TNS (ps) | hold slack [ps] | instance area, um2 |
|---|---|---|---|
| floorplan | -79.59 | 1432 | 392.9 |
| global route | -1110 | 2014 | 671.9 |
| CTS | -1030 | 1951 | 661.9 |
| detailed placement | -4345 | 2375 | 665.6 |
| global placement | -4410 | 2374 | 665.6 |
| finish | -764.9 | 1958 | 671.9 |
## report_power, final
| group | internal, W | switching, W | total (W) |
|---|---|---|---|
| Clock | 0 | 0 | 0 |
| Sequential | 0 | 0 | 0 |
| Combinational | 0.0000651 | 0.0000409 | 0.000106 |
## metal layers
metal	vias up	GRT usage (%)	share of wire [%]
li1	186	-	-
met1	162	4.856	56
met2	14	3.135	28
met3	0	1.432	16
met4	0	0	0
met5	-	0	0
## cells in the final DEF (no fill, tap or decap)
master	n
and2_1	8
dlygate4sd2_1	3
xor2_1	1
nand2_1	4
fa_2	2
inv_2	1
fa_1	3
inv_1	3
ha_1	8
clkdlybuf4s50_1	3
buf_2	7
and2_4	4
clkbuf_2	1
a21oi_2	2
buf_8	1
buf_4	8
xnor2_1	2
a21o_1	2
buf_6	1
ha_4	2
## tightest hold or removal path: cells and delay by family
family / cells / cell delay (ps)
fa+ha+maj: 1 / 160
xor+xnor: 1 / 70
buf+inv: 2 / 230
simple gates: 1 / 130
No activity file was given, so power comes from the tool's default toggle rates.
